**flow/constraint.sdc**
```tcl
current_design lightHashDES

set clk_period 11.4
set clk_io_pct 0.2

create_clock -name clk0 -period $clk_period [get_ports {clk}]

set non_clock_inputs [all_inputs -no_clocks]
set_input_delay [expr $clk_period * $clk_io_pct] -clock clk0 $non_clock_inputs
set_output_delay [expr $clk_period * $clk_io_pct] -clock clk0 [all_outputs]
```
**flow/run.sh**
```bash
#!/bin/bash
# OpenROAD 26Q1-2900-gdf79404cd8, Yosys 0.63+post, stock flow scripts
make -C /OpenROAD-flow-scripts/flow DESIGN_CONFIG=/design/flow/config.mk WORK_HOME=/design/flow/orfs finish
```
**flow/config.mk**
```make
export PLATFORM = sky130hd
export DESIGN_NAME = lightHashDES
export DESIGN_NICKNAME = lightHashDES
export VERILOG_FILES = /design/flow/design.v
export SDC_FILE = /design/flow/constraint.sdc
export NUM_CORES = 4
export LEC_CHECK = 1
export CORE_UTILIZATION = 40
export SYNTH_HDL_FRONTEND = slang
```
**flow/design.v**
```verilog
module HashIteration (
    input  [7:0]  M,
    input  [31:0] h,
    output [31:0] h_out
);
    wire [3:0] s_box_out;
    wire [5:0] M6;
    assign M6 = {M[5], (M[7] ^ M[2]), M[3], M[0], (M[4] ^ M[1]), M[6]};
    Sbox5 sbox (
        .in(M6),
        .out(s_box_out)
    );
    wire [31:0] h1_out;
    wire [31:0] h2_out;
    wire [31:0] h3_out;
    Round round1 (
        .s_box_out(s_box_out),
        .h_in(h),
        .h_out(h1_out)
    );
    Round round2 (
        .s_box_out(s_box_out),
        .h_in(h1_out),
        .h_out(h2_out)
    );
    Round round3 (
        .s_box_out(s_box_out),
        .h_in(h2_out),
        .h_out(h3_out)
    );
    Round round4 (
        .s_box_out(s_box_out),
        .h_in(h3_out),
        .h_out(h_out)
    );
endmodule
module Round (
    input  [3:0]  s_box_out,
    input  [31:0] h_in,
    output reg [31:0] h_out
);
    reg [3:0] h_in_n [0:7];
    reg [3:0] h_out_n [0:7];
    integer i;
    reg [3:0] temp;
    reg [1:0] rot;  
    always @(*) begin
        h_in_n[7] = h_in[31:28];
        h_in_n[6] = h_in[27:24];
        h_in_n[5] = h_in[23:20];
        h_in_n[4] = h_in[19:16];
        h_in_n[3] = h_in[15:12];
        h_in_n[2] = h_in[11:8];
        h_in_n[1] = h_in[7:4];
        h_in_n[0] = h_in[3:0];
        for (i = 0; i < 8; i = i + 1) begin
            temp = h_in_n[(i + 2) % 8] ^ s_box_out;
            rot = (i/2);  
            if (rot == 0)
                h_out_n[i] = temp & 4'hF;
            else
                h_out_n[i] = ( ((temp << rot) | (temp >> (4 - rot))) & 4'hF );
        end
        h_out = {h_out_n[7], h_out_n[6], h_out_n[5], h_out_n[4],
                 h_out_n[3], h_out_n[2], h_out_n[1], h_out_n[0]};
    end
endmodule
module Sbox5 (
    input  [5:0] in,
    output reg [3:0] out
);
    reg [1:0] row;
    reg [3:0] column;
    always @(*) begin
        row = {in[5], in[0]};
        column = in[4:1];
        case (column)
            4'b0000 : case (row)
                        2'b00 :  out = 4'b0010;
                        2'b01 :  out = 4'b1110;
                        2'b10 :  out = 4'b0100;
                        2'b11 :  out = 4'b1011;
                     endcase
            4'b0001 : case (row)
                        2'b00 :  out = 4'b1100;
                        2'b01 :  out = 4'b1011;
                        2'b10 :  out = 4'b0010;
                        2'b11 :  out = 4'b1000;
                     endcase
            4'b0010 : case (row)
                        2'b00 :  out = 4'b0100;
                        2'b01 :  out = 4'b0010;
                        2'b10 :  out = 4'b0001;
                        2'b11 :  out = 4'b1100;
                     endcase
            4'b0011 : case (row)
                        2'b00 :  out = 4'b0001;
                        2'b01 :  out = 4'b1100;
                        2'b10 :  out = 4'b1011;
                        2'b11 :  out = 4'b0111;
                     endcase
            4'b0100 : case (row)
                        2'b00 :  out = 4'b0111;
                        2'b01 :  out = 4'b0100;
                        2'b10 :  out = 4'b1100;
                        2'b11 :  out = 4'b0001;
                     endcase
            4'b0101 : case (row)
                        2'b00 :  out = 4'b1010;
                        2'b01 :  out = 4'b0111;  
                        2'b10 :  out = 4'b1101;
                        2'b11 :  out = 4'b1110;
                     endcase
            4'b0110 : case (row)
                        2'b00 :  out = 4'b1011;
                        2'b01 :  out = 4'b1101;
                        2'b10 :  out = 4'b0111;
                        2'b11 :  out = 4'b0010;
                     endcase
            4'b0111 : case (row)
                        2'b00 :  out = 4'b0110;
                        2'b01 :  out = 4'b0001;
                        2'b10 :  out = 4'b1000;
                        2'b11 :  out = 4'b1101;
                     endcase
            4'b1000 : case (row)
                        2'b00 :  out = 4'b1000;
                        2'b01 :  out = 4'b0101;
                        2'b10 :  out = 4'b1111;
                        2'b11 :  out = 4'b0110;
                     endcase
            4'b1001 : case (row)
                        2'b00 :  out = 4'b0101;
                        2'b01 :  out = 4'b0000;
                        2'b10 :  out = 4'b1001;
                        2'b11 :  out = 4'b1111;
                     endcase
            4'b1010 : case (row)
                        2'b00 :  out = 4'b0011;
                        2'b01 :  out = 4'b1111;
                        2'b10 :  out = 4'b1100;
                        2'b11 :  out = 4'b0000;
                     endcase
            4'b1011 : case (row)
                        2'b00 :  out = 4'b1111;
                        2'b01 :  out = 4'b1100;
                        2'b10 :  out = 4'b0101;
                        2'b11 :  out = 4'b1001;
                     endcase
            4'b1100 : case (row)
                        2'b00 :  out = 4'b1101;
                        2'b01 :  out = 4'b0011;
                        2'b10 :  out = 4'b0110;
                        2'b11 :  out = 4'b1100;
                     endcase
            4'b1101 : case (row)
                        2'b00 :  out = 4'b0000;
                        2'b01 :  out = 4'b1001;
                        2'b10 :  out = 4'b0011;
                        2'b11 :  out = 4'b0100;
                     endcase
            4'b1110 : case (row)
                        2'b00 :  out = 4'b1110;
                        2'b01 :  out = 4'b1000;
                        2'b10 :  out = 4'b0000;
                        2'b11 :  out = 4'b0101;
                     endcase
            4'b1111 : case (row)
                        2'b00 :  out = 4'b1001;
                        2'b01 :  out = 4'b0110;
                        2'b10 :  out = 4'b1110;
                        2'b11 :  out = 4'b0011;
                     endcase
            default: out = 4'h0;
        endcase
    end
endmodule
module lightHashDES(
    input              clk,
    input              M_valid,
    input              rst_n,
    input      [7:0]   M,
    input     [63:0]   input_length,
    output reg         hash_ready,
    output reg [31:0]  digest
);
    localparam [3:0] Iv_h[7:0] = '{4'hF,4'h3,4'hC,4'h2,4'h9,4'hD,4'h4,4'hB};
    reg busy;
    reg [63:0] counter;
    reg [7:0] M_t;
    reg M_valid_t;
    reg [31:0] H;
    wire [31:0] H_fb;
    wire [7:0][3:0] H_array;
    wire [7:0][3:0] H_out_array;
    assign {H_array[7],H_array[6],H_array[5],H_array[4],
            H_array[3],H_array[2],H_array[1],H_array[0]} = H;
    assign H_fb = {H_out_array[7],H_out_array[6],H_out_array[5],H_out_array[4],
                   H_out_array[3],H_out_array[2],H_out_array[1],H_out_array[0]};
    HashIteration main (
        .M(M_t),
        .h(H_array),
        .h_out(H_out_array)
    );
    always @(posedge clk or negedge rst_n) begin
        if (!rst_n) begin
            hash_ready <= 0;
            busy <= 0;
            counter <= 0;
            M_t <= 0;
            M_valid_t <= 0;
            H <= {Iv_h[7],Iv_h[6],Iv_h[5],Iv_h[4],Iv_h[3],Iv_h[2],Iv_h[1],Iv_h[0]};
            digest <= 0;
        end else begin
            if (!busy && M_valid) begin
                busy <= 1;
                counter <= input_length;
                hash_ready <= 0;
                H <= {Iv_h[7],Iv_h[6],Iv_h[5],Iv_h[4],Iv_h[3],Iv_h[2],Iv_h[1],Iv_h[0]};
                M_t <= M;
                M_valid_t <= 1;
            end else if (busy) begin
                if (counter > 0) begin
                    H <= H_fb;
                    counter <= counter - 1;
                    M_t <= M;
                    M_valid_t <= M_valid;
                end
                if (counter == 1) begin
                    busy <= 0;
                    hash_ready <= 1;
                    digest <= H_fb;
                end
            end else begin
                M_valid_t <= 0;
                hash_ready <= 0;
            end
        end
    end
endmodule
```
==> flow_summary.json <==
{
  "routed-via-count": 5855,
  "post_cts_resized": 0,
  "rsz0062_at_grt": "no",
  "worst-setup-path-type": "primary input to flip-flop",
  "antenna_found_initial": 0,
  "drv_slew": 0,
  "startpoint_type": "primary input",
  "status": "complete, no violations",
  "chipArea_sq_mm": 0.0192,
  "syn_inst": 822,
  "row_count": 49,
  "worst-path-buf-inv": 2,
  "path_cells": "clkdlybuf4s50_1 > nor2b_4 > buf_4 > o21ai_0",
  "io_buffers": 107,
  "synth.avg_cell_area_sq_um": 9.08,
  "worstPathRequired_ns": 11.65,
  "async_flop_share_pct": 100,
  "critPathArrivalTime_ns": 4.15,
  "final_area_sq_mm": 0.00928,
  "grt_pass1_vias": 5501,
  "layout.cells.most_common": "nand2_1",
  "initial_core_util_pct": 41.1,
  "cts_tree": "done",
  "cts.sinks": 138,
  "tightest_slew_ns": 0.843,
  "hold_buffers": 0,
  "hold_depth": 2,
  "reg2reg_slack_ns": 7.84,
  "lay_top_cells": "160 x nand2_1, 120 x dfrtp_1, 106 x clkdlybuf4s50_1, 79 x o21ai_0, 73 x xnor2_1",
  "ys.flops": 138,
  "totalWireLength_um": 16800,
  "hold_class": "flip-flop to flip-flop",
  "finalHoldViolCount": 0,
  "cts_buffers": 17,
  "cts_root_buf": "clkbuf_16",
  "drcViolationCount": 0,
  "power_density_mw_per_mm2": 176,
  "htree_levels": 4,
  "dpl_cell_area_sq_mm": 0.00868,
  "skew_ns": 0.0106,
  "drtPass1Iterations": 23,
  "antennaDiodeCount": 0,
  "io_pins": 108,
  "fin_tns_setup_ns": 0,
  "clk_pin_slew_worst_paths_ns": 0.06,
  "clock.latency.late_pin_ns": 0.42,
  "synth.cell_area_sq_mm": 0.00746,
  "cap_violations": 0,
  "synth-edff-count": 0,
  "worst-path-stages": 4,
  "peakVddDrop_v": 0.000101,
  "end_kind": "flip-flop",
  "wire_per_inst_um": 14.6,
  "yosys_cells": 822,
  "timing.final.crit_share_pct": 34.2,
  "antenna_left": 0,
  "fmax_ghz": 0.256,
  "grtUsageTotal_pct": 18.6,
  "core_region_area_sq_mm": 0.0181,
  "clk_path_buf_depth": 2,
  "ff_type": "dfrtp_1",
  "die_y_um": 139,
  "synth_seq_share_pct": 46.6,
  "drive_gt1_share_pct": 9.73,
  "period_needed_ns": 3.90,
  "tool_warnings": 34,
  "ys_types": 66,
  "leakage_uw": 0.00351,
  "yosys_warnings": 0,
  "grt_overflow": 0,
  "post_cts_buffers": 0,
  "slowest_stage": "buf_4",
  "crit_family": "buffers and inverters",
  "slowest_delay_ns": 0.69,
  "grt_max_degree": 91,
  "drt_first_iter_violations": 317,
  "drt-vias-per-instance": 5.07,
  "setup_viol": 0,
  "hpwlAfterDp_um": 11200,
  "r2r_cells": 8,
  "grt_pass1_wl_um": 28100,
  "yosys-stat-area_sq_mm": 0.00746,
  "relSlewSlack_pct": 43.8,
  "cp_max_fo": 90,
  "gp_congestion": 0.876,
  "synthToLayoutAreaGrowth_pct": 24.4,
  "fp.dieW_um": 139
}
[stage by stage]
step                instances  util (%)  hold slack, ns  power [uW]  setup slack (ns)
floorplan                 822         -           0.414         981              8.08
global placement         1122      47.8           0.453        1080              7.10
detailed placement       1122      47.8           0.458        1080              7.04
CTS                      1154      51.2           0.478        1650              7.47
global route             1154      51.2           0.505        1720              7.34
finish                   1154      51.2           0.470        1630              7.50
[logic make-up (layout without fill, tap and decap cells)]
family | Yosys count | after routing | synth area share [%]
buffers and inverters | 51 | 154 | 3.23
flip-flops | 138 | 138 | 46.6
AND-OR/OR-AND | 171 | 171 | 13.5
multiplexers | 6 | 6 | 0.872
XOR/XNOR | 97 | 97 | 12.0
AND/OR/NAND/NOR | 348 | 348 | 22.0
adder cells (fa/ha/maj) | 11 | 11 | 1.84
[synth_stat cells, drive strengths merged (2+ instances only)]
| master | instances | area share, % |
|---|---|---|
| nor3 | 32 | 2.3 |
| nor2 | 68 | 3.7 |
| dfrtp | 120 | 40 |
| xor2 | 24 | 3.5 |
| dfstp | 18 | 6.3 |
| or3 | 12 | 1.1 |
| o31ai | 4 | 0.40 |
| inv | 6 | 0.30 |
| and3 | 8 | 0.67 |
| mux2i | 2 | 0.27 |
| nand3 | 21 | 1.5 |
| nand3b | 5 | 0.50 |
| clkbuf | 30 | 1.5 |
| or2 | 2 | 0.20 |
| o21ai | 106 | 7.1 |
| o22a | 4 | 0.47 |
| nand4 | 5 | 0.50 |
| a31oi | 6 | 0.50 |
| and2 | 2 | 0.17 |
| buf | 15 | 1.4 |
| a21oi | 25 | 1.9 |
| xnor2 | 73 | 8.6 |
| ha | 11 | 1.8 |
| a211oi | 3 | 0.30 |
| mux2 | 4 | 0.60 |
| a32oi | 2 | 0.23 |
| or4 | 5 | 0.50 |
| o211ai | 4 | 0.40 |
| o21bai | 3 | 0.30 |
| a22oi | 2 | 0.20 |
| nor2b | 5 | 0.42 |
| nand2b | 5 | 0.42 |
| nand2 | 161 | 8.1 |
| nor4 | 14 | 1.5 |
[path summary, 6_finish.rpt]
kind | from | endpoint
hold reg to reg | digest[18] | digest[18]
hold / removal | digest[18] | digest[18]
min in group asynchronous | rst_n | counter[47]
max in group asynchronous | rst_n | H[14]
setup reg to reg | counter[24] | H[6]
setup / recovery | M_valid | counter[2]
[where the power goes]
part	internal, uW	leakage (uW)	switching, uW
Sequential	609	0.00165	76.4
Clock	346	0.000282	212
Combinational	190	0.00158	200
[metal layers]
metal	track usage, %	vias to the layer above	wire, um
met1	31.7	2749	8660
met4	1.42	0	125
li1	-	2997	-
met5	0	-	0
met3	3.69	6	749
met2	26.4	103	7250
[cell type report]
class / count / area, sq um
inverter: 6 / 22.5
fill: 1693 / 8860
timing repair buffer: 116 / 1140
multi-input combinational: 633 / 3760
clock buffer: 23 / 488
sequential: 138 / 3480
tap: 229 / 287
clock inverter: 9 / 113
[state kept, by name, summed over array words and instances (netlist names)]
register    flops
hash_ready      1
digest         32
M_t             8
H              32
counter        64
busy            1
[worst register-to-register path, cell delays in order, from the launching register on]
cell,delay [ns]
dfrtp_1,0.38
or3_1,0.44
nor4_1,0.68
nand4_1,0.28
or3_4,0.47
nand2_1,0.08
buf_4,0.40
nand2_1,0.43
o22a_1,0.34
Power and IR drop assume default switching activity.
